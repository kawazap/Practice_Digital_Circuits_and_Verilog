File: design/flow/run.sh
#!/bin/bash
# OpenROAD 26Q1-2900-gdf79404cd8, Yosys 0.63+post, stock flow scripts
make -C /OpenROAD-flow-scripts/flow DESIGN_CONFIG=/design/flow/config.mk WORK_HOME=/design/flow/orfs finish
File: design/flow/design.v
module adder8(
  input wire       clk,
  input wire [7:0] in0,
  input wire [7:0] in1,
  output reg [7:0] out
);
  always @(posedge clk) begin
    out <= in0 + in1;
  end
endmodule
File: design/flow/constraint.sdc
current_design adder8

set clk_period 3.7
set clk_io_pct 0.2

create_clock -name clk0 -period $clk_period [get_ports {clk}]

set non_clock_inputs [all_inputs -no_clocks]
set_input_delay [expr $clk_period * $clk_io_pct] -clock clk0 $non_clock_inputs
set_output_delay [expr $clk_period * $clk_io_pct] -clock clk0 [all_outputs]
File: design/flow/config.mk
export PLATFORM = sky130hd
export DESIGN_NAME = adder8
export DESIGN_NICKNAME = adder8
export VERILOG_FILES = /design/flow/design.v
export SDC_FILE = /design/flow/constraint.sdc
export NUM_CORES = 4
export LEC_CHECK = 1
export CORE_AREA = 10 10 70 70
export DIE_AREA = 0 0 80 80
==> impl_metrics.json <==
{
  "fp.dieH_um": 80,
  "fillers": 367,
  "setup_viol": 0,
  "outcome": "complete, no violations",
  "ys_chip_area_sq_um": 492,
  "grt_pass1_vias": 438,
  "aoi_share_pct": 25.2,
  "area_delta_synth_final_pct": 65.1,
  "vias": 436,
  "maxSlewHeadroom_pct": 72.2,
  "cts_hold_buf": 0,
  "avgSynthCellArea_sq_um": 9.83,
  "cp.arrival_ps": 2290,
  "yosysTopAreaCellShare_pct": 32.6,
  "cp.required_ps": 3800,
  "root_buffer": "clkbuf_4",
  "core_sq_mm": 0.00342,
  "dr.pass1.iters": 2,
  "edf_count": 0,
  "hold_depth": 2,
  "drive_above_1_share_pct": 5.19,
  "ys.warnings.count": 1,
  "clock-sinks": 8,
  "rsz0062_at_grt": "no",
  "crit_path_start_kind": "primary input",
  "cts_setup_buffers": 0,
  "yosys.area.top_type": "dfxtp_1",
  "fmax_mhz": 456,
  "port_buffers": 24,
  "xor_share_pct": 7.12,
  "worst_pin_slew_ps": 414,
  "fp-row-count": 21,
  "drc": 0,
  "finalMaxSlewViolations": 0,
  "period_used_pct": 59.2,
  "drv_cap": 0,
  "grt_pass1_wl_um": 1810,
  "hold_class": "primary input to flop",
  "fin_crit_ps": 2190,
  "die_area_sq_mm": 0.00640,
  "dpl_cell_area_sq_um": 790,
  "cp_max_fo": 3,
  "p_per_area_mw_per_mm2": 320,
  "drt_iter0_drc": 8,
  "flop_cell": "dfxtp_1",
  "ys_ff": 8,
  "grt_max_degree": 7,
  "top_level_ports": 25,
  "mux_area_share_pct": 0,
  "vias_per_cell": 3.54,
  "common_cells": "dfxtp_1, ha_1, a21oi_1, inv_1, o211ai_1",
  "fin_setup_tns_ps": 0,
  "dpl.hpwl_um": 1080,
  "fp-utilization_pct": 14.4,
  "hold_viol": 0,
  "power_mw": 0.260,
  "cts_max_path_buffers": 2,
  "tritoncts": "built",
  "ys_sh_adder_pct": 21.9,
  "endpoint_kind": "flop",
  "topCellsByArea": "dfxtp_1, ha_1, a21oi_1",
  "top_regs": "out: 8 flops",
  "synth_top_cell_by_count": "dfxtp_1",
  "postSynthSeqShare_pct": 32.6,
  "syn-instance-count": 50,
  "cts_made_buffers": 3,
  "synth-simple-area-share_pct": 9.41,
  "ys_top_logic_family": "AND-OR/OR-AND gates",
  "gp_congestion": 0.737,
  "largest_reg_flops": 8,
  "antenna_found_initial": 0,
  "chipWidth_um": 80,
  "async_flop_share_pct": 0,
  "diodes": 0,
  "grt.total_usage_pct": 3.42,
  "final_area_sq_um": 812,
  "clk_pin_slew_ps": 50,
  "path_class": "primary input to flop",
  "yosys.cell_types.count": 24,
  "vdd_ir_drop_max_v": 0.0000609,
  "ant_nets": 0,
  "wl_per_cell_um": 9.45,
  "overflow": 0,
  "warning_count": 25,
  "ys_cells": 50,
  "leakage_nw": 0.323,
  "htree_levels": 1,
  "netlist_area_sq_um": 492,
  "finalWirelength_um": 1160,
  "top_register": "out",
  "cts-resized-gates": 0
}
==> worst max-delay path, stage by stage <==
cell             delay [ps]
clkdlybuf4s50_1         470
ha_1                    200
inv_1                    70
fa_1                    430
nor2b_4                 140
o31a_1                  140
o311ai_1                100
==> cell type report <==
class                      instances  area [sq um]  share of cell area (%)
clock buffer                       3          22.5                    2.77
inverter                           5          18.8                    2.31
multi-input combinational         37           313                    38.5
sequential                         8           160                    19.7
tap                               46          57.6                    7.09
timing repair buffer              24           240                    29.6
==> per-stage QoR <==
stage                     setup WS, ps  std cells  hold WS (ps)  util [%]
after detailed placement          1270        120          1360      23.1
final                             1510        123          1110      23.8
after floorplan                   1830         50           860         -
after CTS                         1510        123          1100      23.8
after global placement            1310        120          1340      23.1
after global routing              1450        123          1120      23.8
==> worst paths after layout <==
check / start / to / slack [ps]
min: in0[0] / out[0]$_DFF_P_ / 1110
max: in1[0] / out[6]$_DFF_P_ / 1510
==> routing by layer <==
metal	track usage, %	share of wire, %	wire (um)
met5	0	0	0
met3	2.16	16	189
met1	3.85	40	460
met2	5.38	44	511
met4	0.704	0	0
==> cells in the final DEF, fill, tap and decap left out, types with 2 or more instances in the layout <==
cell and n:
xnor2_1 2, a21oi_1 5, clkdlybuf4s50_1 24, ha_1 7, xor2_1 2, dfxtp_1 8
o211ai_1 3, clkbuf_4 3, inv_1 5, o21ai_0 2
==> logic make-up after synthesis <==
group / Yosys count
xor gates and xnor gates: 4
buffers and inverters: 5
DFF: 8
AOI/OAI and AO/OA: 18
and+or+nand+nor: 7
adders and majority gates: 8
==> report_power, final <==
part / switching (mW) / internal [mW]
clock network: 0.0232 / 0.0367
registers: 0.00334 / 0.102
logic: 0.0318 / 0.0629
total: 0.0584 / 0.202
